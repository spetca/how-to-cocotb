$ cat config.mk
export PLATFORM = sky130hd
export DESIGN_NAME = sine
export DESIGN_NICKNAME = sine
export VERILOG_FILES = /design/flow/design.v
export SDC_FILE = /design/flow/constraint.sdc
export NUM_CORES = 4
export LEC_CHECK = 1
export CORE_AREA = 10 10 70 70
export DIE_AREA = 0 0 80 80
$ cat constraint.sdc
current_design sine

set clk_period 1.0
set clk_io_pct 0.2

create_clock -name clk0 -period $clk_period [get_ports {clk}]

set non_clock_inputs [all_inputs -no_clocks]
set_input_delay [expr $clk_period * $clk_io_pct] -clock clk0 $non_clock_inputs
set_output_delay [expr $clk_period * $clk_io_pct] -clock clk0 [all_outputs]
$ cat design.v
module sine(clk, reset, din, dout);
input clk; 
input signed [7:0] din; 
input reset; 
output signed [7:0] dout; 
reg signed [7:0] dout_reg; 
always @(posedge clk)
begin
    if(reset) 
        dout_reg <= 0;
    else 
        dout_reg <= din;
end
assign dout = dout_reg;
  initial begin
    $dumpfile("dump.vcd");
    $dumpvars(1, sine);
  end
endmodule
$ cat run.sh
#!/bin/bash
# OpenROAD 26Q1-2900-gdf79404cd8, Yosys 0.63+post, stock flow scripts
make -C /OpenROAD-flow-scripts/flow DESIGN_CONFIG=/design/flow/config.mk WORK_HOME=/design/flow/orfs finish
==> out/metrics.yaml <==
status: "complete, no violations"
die_h_microns: 80
synthDistinctLibCells: 2
cp.depth: 1
fp.dieArea_sq_um: 6400
floorplan.core_util: 0.0615
cpPeakStageDelay_ns: 0.29
cp_top_family: "flip-flops"
fp.coreArea_sq_um: 3420
finalMaxSlewViolations: 0
grt_pass1_wl_microns: 972
gp_congestion: 0.699
max_slew_margin: 0.829
min_path_type: "primary input to flip-flop"
largest_reg_flops: 8
fill_cells: 394
endpoint_kind: "output port"
hold_violations: 0
async_reset_ff_frac: 0
drive_gt1_frac: 0.167
cap_violations: 0
clkPwrFrac: 0.356
yosysTopAreaCell: "dfxtp_1"
drt-wirelength-per-cell_microns: 8.35
power_density_nw_per_um2: 1390
cts.clk_slew.worst_paths_ns: 0.05
utilization: 0.135
period_minus_slack_ns: 0.976
hold_ws_ns: 0.505
post-cts-setup-buffers: 0
antenna_left: 0
syn_inst: 16
p_leak_uw: 0.000177
cp-start-kind: "flip-flop"
h-tree-depth: 1
required_ns: 0.80
design.portCount: 18
peakVddDrop_uv: 232
portBuffers: 17
crit_fanout: 1
drcViolationCount: 0
root_buffer: "clkbuf_4"
swShare: 0.171
synth-main-ff-cell: "dfxtp_1"
tns_ns: 0
cellInternalPower_uw: 530
rsz0062_at_grt: "no"
hold_depth: 2
row_count: 21
power_uw: 639
min-delay-start: "din[3]"
edf_count: 0
worstPathCellList: "dlygate4sd2_1"
cts.path.max_buffers: 2
grt_overflow: 0
arrival_ns: 0.78
ys_cells: 16
slowest_stage: "dfxtp_1"
critPathBufInv: 1
ys_chip_area_sq_um: 210
diodes: 0
common_cells: "8 x dfxtp_1, 8 x nor2b_1"
crit_path_start: "dout_reg[4]$_SDFF_PP0_"
grt_pass1_vias: 193
setup_viol: 0
grtUsageTotal: 0.0198
tool_warnings: 25
power_frac_seq: 0.536
viasPerCell: 2.16
ys_seq_share: 0.762
worstSetupPathType: "flip-flop to output port"
synthToLayoutAreaGrowth_pct: 119
antenna_found_initial: 0
vias: 177
cts.sinks: 8
ys.flops: 8
combinationalPowerShare: 0.108
first_pass_iters: 2
die_w_microns: 80
worst_pin_slew_ns: 0.256
syn_area_per_cell_sq_um: 13.1
fmax_mhz: 1030
cts_tree: "yes"
dr.first_iter.drc_count: 2
grt_max_degree: 9
stdcell_area_sq_um: 460
hold_buffers: 0
cts-buffers-inserted: 3
period_used_share: 0.976
dpl_cell_area_sq_um: 438
top_cells_by_area: "dfxtp_1 76%, nor2b_1 24%"
drt-total-wl_microns: 685
yosys_warnings: 3
synth.cell_area_sq_um: 210
top_cell_area_share: 0.762
p_sw_uw: 109
[layer usage]
metal	vias to the layer above	GRT usage	part of all wire
li1	89	-	-
met1	76	0.0155	0.28
met2	8	0.0401	0.62
met3	4	0.00682	0.053
met4	0	0.0106	0.041
met5	-	0	0
[repair_timing]
item	4_1_cts	5_1_grt
endpoints found under the hold margin	0	0
endpoints found under the setup margin	8	5
resized	10	6
[logic make-up (layout without fill, tap and decap cells)]
logic type	after synthesis	after routing	share of synthesized area
buffers and inverters	0	20	0
DFF	8	8	0.762
and+or+nand+nor	8	8	0.238
[through the flow]
step                      std cells  setup WS [ns]
after floorplan                  16          0.538
after global placement           79       -0.00127
after detailed placement         79        -0.0219
after CTS                        82        0.00605
after global routing             82        0.00279
final                            82         0.0244
[power by group through the flow]
| stage | registers, uW | clock network, uW | logic, uW |
|---|---|---|---|
| finish | 343 | 227 | 69.3 |
| global route | 344 | 249 | 75.4 |
| CTS | 342 | 237 | 68.9 |
[cell type report]
type / instances / area [sq um] / area share
Clock buffer: 3 / 22.5 / 0.0489
Sequential cell: 8 / 164 / 0.356
Tap cell: 46 / 57.6 / 0.125
Multi-Input combinational cell: 8 / 50.0 / 0.109
Timing Repair Buffer: 17 / 166 / 0.361
[worst paths after layout]
| kind | to | slack (ns) |
|---|---|---|
| worst max-delay path | dout[4] | 0.02 |
| worst min-delay path | dout_reg[3]$_SDFF_PP0_ | 0.51 |
[layout by cell type, fill, tap and decap left out, drive strengths merged]
master         n
dfxtp          8
clkbuf         3
clkdlybuf4s15  5
dlygate4sd2    3
clkdlybuf4s50  9
nor2b          8
