**design/flow/config.mk**
```make
export PLATFORM = sky130hd
export DESIGN_NAME = fir
export DESIGN_NICKNAME = fir
export VERILOG_FILES = /design/flow/design.v
export SDC_FILE = /design/flow/constraint.sdc
export NUM_CORES = 4
export LEC_CHECK = 1
export CORE_UTILIZATION = 50
```
**design/flow/constraint.sdc**
```tcl
current_design fir

set clk_period 9.5
set clk_io_pct 0.2

create_clock -name clk0 -period $clk_period [get_ports {clk}]

set non_clock_inputs [all_inputs -no_clocks]
set_input_delay [expr $clk_period * $clk_io_pct] -clock clk0 $non_clock_inputs
set_output_delay [expr $clk_period * $clk_io_pct] -clock clk0 [all_outputs]
```
**design/flow/design.v**
```verilog
module dff(clk, reset, d, q);
input clk;
input reset;
input  [15:0] d;
output [15:0] q; 
reg    [15:0] q_r;
always @(posedge clk or posedge reset)
begin
    if(reset)
        q_r <= 16'b0;
    else
        q_r <= d;
end
assign q = q_r; 
endmodule
module fir(clk, din, reset, dout);
input clk; 
input signed [7:0] din; 
input reset; 
output signed [15:0] dout; 
reg    signed [15:0] dout_reg;
wire  signed [7:0]  h0,h1,h2,h3,h4,h5,h6,h7,h8,h9,h10,h11,h12;
wire  signed [15:0] m0,m1,m2,m3,m4,m5,m6,m7,m8,m9,m10,m11,m12; 
wire  signed [15:0] q1,q2,q3,q4,q5,q6,q7,q8,q9,q10,q11,q12; 
wire  signed [15:0] a1,a2,a3,a4,a5,a6,a7,a8,a9,a10,a11,a12;
assign h0  = -1;
assign h1  = 2;
assign h2  = 2;
assign h3  = -9;
assign h4  = -3;
assign h5  = 38;
assign h6  = 67;
assign h7  = 38;
assign h8  = -3;
assign h9  = -9;
assign h10 = 2;
assign h11 = 2;
assign h12 = -1;
assign m12 = h12 * din; 
assign m11 = h11 * din; 
assign m10 = h10 * din; 
assign m9  = h9  * din; 
assign m8  = h8  * din; 
assign m7  = h7  * din; 
assign m6  = h6  * din; 
assign m5  = h5  * din; 
assign m4  = h4  * din; 
assign m3  = h3  * din; 
assign m2  = h2  * din; 
assign m1  = h1  * din; 
assign m0  = h0  * din; 
assign a1  = q1  + m11;
assign a2  = q2  + m10; 
assign a3  = q3  + m9;
assign a4  = q4  + m8; 
assign a5  = q5  + m7;
assign a6  = q6  + m6; 
assign a7  = q7  + m5;
assign a8  = q8  + m4; 
assign a9  = q9  + m3;
assign a10 = q10 + m2; 
assign a11 = q11 + m1;
assign a12 = q12 + m0; 
dff dff1( .clk(clk), .reset(reset),.d(m12), .q(q1)); 
dff dff2( .clk(clk), .reset(reset),.d(a1),  .q(q2)); 
dff dff3( .clk(clk), .reset(reset),.d(a2),  .q(q3)); 
dff dff4( .clk(clk), .reset(reset),.d(a3),  .q(q4)); 
dff dff5( .clk(clk), .reset(reset),.d(a4),  .q(q5)); 
dff dff6( .clk(clk), .reset(reset),.d(a5),  .q(q6)); 
dff dff7( .clk(clk), .reset(reset),.d(a6),  .q(q7)); 
dff dff8( .clk(clk), .reset(reset),.d(a7),  .q(q8)); 
dff dff9( .clk(clk), .reset(reset),.d(a8),  .q(q9)); 
dff dff10(.clk(clk), .reset(reset),.d(a9),  .q(q10)); 
dff dff11(.clk(clk), .reset(reset),.d(a10), .q(q11)); 
dff dff12(.clk(clk), .reset(reset),.d(a11), .q(q12)); 
always @(posedge clk)
begin
  if(reset)
    dout_reg <= 0;
  else
    dout_reg <= a12;
end
assign dout = dout_reg;
initial begin
  $dumpfile("dump.vcd");
  $dumpvars(1, fir);
end
endmodule
```
**design/flow/run.sh**
```bash
#!/bin/bash
# OpenROAD 26Q1-2900-gdf79404cd8, Yosys 0.63+post, stock flow scripts
make -C /OpenROAD-flow-scripts/flow DESIGN_CONFIG=/design/flow/config.mk WORK_HOME=/design/flow/orfs finish
```
==> flow_summary_export.csv <==
group,metric,value,unit
synth,async_reset_ff_frac,0.923,
detailed_routing,via_per_inst,5.47,
global_routing,gr-usage-all-layers,0.236,
global_routing,grt_pass1_wl,57.9,mm
timing,slew_violations,0,
detailed_routing,wl,35.0,mm
floorplan,fp_util,0.513,
clock_tree,cts_resized,0,
timing,grt_setup_unrepaired,"false",
synth,ys_sh_adder,0.279,
power,internal-power,3.99,mW
timing,min_period,6920,ps
clock_tree,numCtsBuffers,25,
clock_tree,cts_tree,"yes",
run,maxCapViolations,0,
layout,final_core_util,0.568,
layout,ff_latch_area,5120,sq um
clock_tree,cts-root-buf,"clkbuf_16",
detailed_routing,antenna_cells,0,
synth,synth_area,15900,sq um
synth,edf_count,0,
setup_path,worstPathCellList,"clkdlybuf4s50_1 -> buf_4 -> inv_1 -> ha_1 -> fa_1 -> inv_1 -> fa_1 -> inv_1 -> ha_1 -> a21o_1 -> a21oi_1 -> o21bai_1 -> a21oi_1 -> o21ai_0 -> xor2_1 -> ha_1 -> a21oi_1 -> o21ai_0 -> a21o_1 -> a21oi_1 -> nor2_1 -> a311oi_1 -> xnor2_1",
placed_design,gp_congestion,0.910,
synth,synth_cell_types,67,
floorplan,pin_count,26,
timing,tightest_slew,727,ps
power,power.leakage,8.38,nW
clock_tree,clockBufferDepth,3,
placed_design,dp_hpwl,27.3,mm
clock_tree,cts_setup_buffers,0,
floorplan,die_h,180,um
setup_path,end_kind,"flop",
layout,fillerInstances,2635,
layout,fin_area,17600,sq um
floorplan,dieWidth,180,um
detailed_routing,wl_per_cell,17.1,um
floorplan,placement_rows,64,
floorplan,core_area,30900,sq um
setup_path,critical_path_class,"input port to flop",
clock_tree,clk_pin_slew,60,ps
run_status,status,"finished, final reports clean",
placed_design,dp_cells,2000,
clock_tree,holdBufCountCts,0,
synth,ys_sh_xor,0.101,
synth,ff_type,"dfrtp_1",
setup_path,cp_slowest_stage_delay,530,ps
power,swShare,0.426,
timing,period_used_share,0.728,
placed_design,post_dp_cell_area,16700,sq um
setup_path,path_max_fanout,14,
timing,worst_clock_skew,23.4,ps
placed_design,dp_slack,1980,ps
synth,ys_ff,208,
synth,ys_cells,1573,
hold_path,hold_class,"flop to flop",
synth,yosys-stat-area,15900,sq um
synth,syn_inst,1573,
synth,ys_warn_count,4,
timing,setup_tns,0,ps
timing,setup_viol,0,
detailed_routing,via_count,11179,
detailed_routing,drt.antenna.violating_nets,0,
timing,hold-worst-slack,346,ps
layout,mi_logic_area,10100,sq um
layout,fin_cells,2045,
setup_path,required,9970,ps
placed_design,io_buffers,25,
timing,finalHoldViolations,0,
power,p_seq_frac,0.218,
synth,avgSynthCellArea,10.1,sq um
clock_tree,cts.sinks,208,
setup_path,cp-start-kind,"input port",
synth,synthAoiAreaFrac,0.160,
power,switchingPower,2.97,mW
timing,max_freq,145,MHz
layout,drive_gt1_frac,0.0449,
timing,max_slew_margin,0.509,
detailed_routing,post-route-drc-count,0,
layout,area_growth,10.8,%
power,vdd_drop_max,231,uV
detailed_routing,drt_iter0_drc,404,
clock_tree,worstSkewPairLatency,550,ps
detailed_routing,first_pass_iters,4,
setup_path,cpMostUsedCell,"a21oi_1",
synth,ys_sh_simple,0.0954,
power,p_per_area,396,nW/um^2
setup_path,arrival,7390,ps
floorplan,chipArea,32400,sq um
setup_path,critPathSlowestCell,"fa_1",
power,p_clk_frac,0.148,
synth,postSynthSeqShare,0.323,
power,pwr-share-comb,0.634,
global_routing,grt_pass1_vias,11326,
power,total_power,6.96,mW
run,log.warning_count,43,
global_routing,antenna_found_initial,1,
synth,ys_sh_mux,0.00197,
global_routing,gr-total-overflow,0,
clock_tree,h-tree-depth,1,
global_routing,grt_max_degree,72,
synth,topCombFamilyByArea,"adder cells",
timing,worst_slack,2580,ps
## cell usage after synthesis (29+ instances only)
master | number | share of area
o21a_1 | 32 | 0.015
a21o_1 | 49 | 0.023
ha_1 | 278 | 0.22
dfrtp_1 | 192 | 0.30
nor2b_1 | 29 | 0.011
a21oi_1 | 118 | 0.037
xnor2_1 | 129 | 0.071
xor2_1 | 46 | 0.025
o21ai_0 | 57 | 0.018
fa_1 | 47 | 0.059
nor3_1 | 34 | 0.011
nor2_1 | 109 | 0.026
inv_1 | 157 | 0.037
nand2_1 | 46 | 0.011
## power by group through the flow
stage / clock network (mW) / logic, mW / registers (mW)
final: 1.03 / 4.41 / 1.52
after global routing: 1.09 / 5.01 / 1.56
after CTS: 1.06 / 4.46 / 1.52
## logic make-up (layout without fill, tap and decap cells)
family | Yosys count | count (layout)
multiplexers | 3 | 3
adder cells (fa/ha/maj) | 325 | 325
AND/OR/NAND/NOR | 310 | 310
buffers and inverters | 165 | 241
XOR/XNOR | 178 | 178
flip-flops | 208 | 208
AND-OR/OR-AND | 384 | 384
## worst max-delay path, delay by kind of cell
kind / cells / cell delay, ps
fa+ha+maj: 5 / 2200
compound gates: 10 / 1810
buf+inv: 5 / 1090
xor+xnor: 2 / 330
simple gates: 1 / 60
## final cells by class
| type | count | share of cell area |
|---|---|---|
| clock inverter | 8 | 0.00904 |
| sequential | 208 | 0.292 |
| multi-input combinational | 1200 | 0.575 |
| clock buffer | 37 | 0.0422 |
| timing repair buffer | 38 | 0.0195 |
| inverter | 158 | 0.0342 |
| tap | 396 | 0.0282 |
## per-layer routing
| layer | global-route usage | vias up | share of wire |
|---|---|---|---|
| met5 | 0 | - | 0 |
| met4 | 0.0431 | 0 | 0.022 |
| met1 | 0.334 | 5285 | 0.45 |
| met3 | 0.0385 | 53 | 0.042 |
| met2 | 0.401 | 161 | 0.49 |
| li1 | - | 5680 | - |
## path summary, 6_finish.rpt
kind	start	end	slack (ps)	cells past startpoint
max in group asynchronous	reset	dff5.q_r[9]	6530	4
max	din[1]	dff4.q_r[15]	2580	23
min	dff11.q_r[0]	dff12.q_r[0]	350	0
max reg2reg	dff6.q_r[2]	dff7.q_r[14]	5310	15
min reg2reg	dff11.q_r[0]	dff12.q_r[0]	350	0
min in group asynchronous	reset	dff2.q_r[0]	1930	3
## cell usage in the layout, fill, tap and decap left out, drive strengths merged, types with 24 or more instances in the layout
cell type,synthesis,final
nand2,46,46
nor3,35,35
a21oi,119,119
xnor2,129,129
o21a,32,32
dfrtp,192,192
nor2,109,109
o21ai,63,63
fa,47,47
a21o,49,49
clkbuf,5,37
ha,278,278
nor2b,29,29
clkdlybuf4s50,0,24
inv,158,159
xor2,46,46
Power figures rest on the tool's default switching activity, not on a simulated workload.
