==> flow/design.v <==
module count_up(clk, reset, count);
input clk; 
input reset; 
output [3:0] count; 
reg [3:0] counter; 
always @(posedge clk)
begin
    if(reset) 
        counter <= 0;
    else 
        counter <= counter + 1; 
end
assign count = counter;
  initial begin
    $dumpfile("dump.vcd");
    $dumpvars(1, count_up);
  end
endmodule
==> flow/run.sh <==
#!/bin/bash
# OpenROAD 26Q1-2900-gdf79404cd8, Yosys 0.63+post, stock flow scripts
make -C /OpenROAD-flow-scripts/flow DESIGN_CONFIG=/design/flow/config.mk WORK_HOME=/design/flow/orfs finish
==> flow/config.mk <==
export PLATFORM = sky130hd
export DESIGN_NAME = count_up
export DESIGN_NICKNAME = count_up
export VERILOG_FILES = /design/flow/design.v
export SDC_FILE = /design/flow/constraint.sdc
export NUM_CORES = 4
export LEC_CHECK = 1
export CORE_AREA = 10 10 70 70
export DIE_AREA = 0 0 80 80
==> flow/constraint.sdc <==
current_design count_up

set clk_period 1.2
set clk_io_pct 0.2

create_clock -name clk0 -period $clk_period [get_ports {clk}]

set non_clock_inputs [all_inputs -no_clocks]
set_input_delay [expr $clk_period * $clk_io_pct] -clock clk0 $non_clock_inputs
set_output_delay [expr $clk_period * $clk_io_pct] -clock clk0 [all_outputs]
==> reports/results.ini <==
[layout]
largest_register_ffs = 4
final_area_um2 = 306.5
top_register = counter
drive_gt1_share_pct = 44.00
top_regs = counter x4
n_fill_cell = 401
layout_top_cells = 4 x dlygate4sd2_1, 4 x buf_4, 3 x nor2_1, 3 x clkbuf_4, 3 x dfxtp_2
syn2layout_area_growth_pct = 111.2
fin_util_pct = 8.974

[critical_path]
crit_type = flip-flop to output port
slowest_stage = dfxtp_1
ff2ff_path_depth = 3
rr_endpoint = counter[3]$_SDFF_PP0_
path_delay_family = flip-flops
end_kind = output port
r2r_slack_ns = 0.24
r2r-start = counter[2]$_SDFF_PP0_
crit_fanout = 3
path_buffers = 1
start_kind = flip-flop
cp.required_ns = 0.96
cp_cell_sequence = dlygate4sd2_1
arrival_ns = 0.83
cp_slowest_stage_delay_ns = 0.35

[placed_design]
hpwl_um = 308.7
gp_congestion = 0.6740
port_buffers = 5
placed_area_um2 = 260.3

[synthesis]
ys_sh_simple_pct = 19.83
ys_seq_share_pct = 55.17
synth_cell_types = 7
mux_share_pct = 10.34
ys.flops = 4
xor_share_pct = 6.034
ys_cells = 13
netlist_area_um2 = 145.1
yosysWarnings = 3
yosysChipArea_um2 = 145.1
synth-compound-area-share_pct = 0
netlist_instances = 13
syn_avg_cell_area_um2 = 11.16
ys_sh_adder_pct = 8.621
synthTopLogicFamily = simple AND/OR/NAND/NOR gates

[outcome]
status = completed

[clock_network]
cts.sinks = 4
cts-hold-fix-buffers = 0
cts_buffers = 3
insertion_delay_ns = 0.24
clkSlewWorstSetupHoldPaths_ns = 0.04
clock_path_buffers = 2
cts-htree-levels = 1
cts_tree = yes
root_buffer = clkbuf_4

[detailed_routing]
finalWirelength_um = 485
num_vias = 139
drt_iter0_drc = 5
drt-pass1-iter-count = 2
vias_per_cell = 1.931
drc_errors = 0
wire_per_inst_um = 6.736
drtAntennaViolNets = 0

[sta]
finalCritPeriodShare_pct = 88.96
rsz0062_at_grt = false
max_freq_mhz = 936.8
slew_headroom_pct = 90.64
setup_tns_ns = 0
setup_viol = 0
timing_max_transition_violations_final = 0
period_minus_slack_ns = 1.067
timing_worst_slew_pin_value_ns = 0.1395
skew_ns = 0.003653
holdWs_ns = 0.4964
hold_violations = 0

[die]
core_um2 = 3416
die_area_um2 = 6400
rows = 21
io_pins = 6
die_x_um = 80
fp_util_pct = 4.249
die_h_um = 80

[grt]
grt_pass1_wl_um = 765
track_usage_pct = 1.761
antenna_found_initial = 0
gr-total-overflow = 0
grt_pass1_vias = 158
grt_max_degree = 4

[job]
cap_violations = 0
warning_count = 25

[worst_hold_path]
hold_end = counter[0]$_SDFF_PP0_
holdPathStages = 2
hold_path.class = flip-flop to flip-flop
worstHoldStart = counter[0]$_SDFF_PP0_

[power_and_ir_drop]
peakVddDrop_uv = 138.7
total_power_w = 0.0003596
p_leak_nw = 0.1327
power_density_nw_per_um2 = 1173

[worst reg2reg max path: cells and delay by family, from the launching register on]
family | cells | cell delay (ns)
buffers and inverters | 1 | 0.13
flip-flops | 1 | 0.31
multiplexers | 1 | 0.30
AND/OR/NAND/NOR | 1 | 0.11
[through the flow]
stage	setup WS (ns)	instances
2_1_floorplan	0.3799	13
3_3_place_gp	0.04202	65
3_5_place_dp	0.02620	65
4_1_cts	0.1016	71
5_1_grt	0.07974	71
6_report	0.1325	72
[area by class of cell]
cell class | instances | area (um2) | share of cell area [%]
flip-flops and latches | 4 | 83.83 | 27.35
repair buffers | 9 | 75.07 | 24.49
multi-input cells | 9 | 65.06 | 21.22
well taps | 46 | 57.56 | 18.78
clock buffers | 3 | 22.52 | 7.347
diodes | 1 | 2.502 | 0.8163
[logic make-up (layout without fill, tap and decap cells)]
kind of cell / after synthesis / in the layout
DFF: 4 / 4
adders and majority gates: 1 / 1
muxes: 1 / 1
and+or+nand+nor: 6 / 6
buffers and inverters: 0 / 12
other: 0 / 1
xor gates and xnor gates: 1 / 1
[per-layer routing]
metal  GRT usage [%]  part of all wire (%)  vias up
met2           1.926                    32        8
met1           1.198                    32       62
li1                -                     -       69
met4          0.5282                     0        0
met5               0                     0        -
met3           3.523                    36        0
[power breakdown]
group	total (W)	leakage [nW]	switching [W]	internal (W)
registers	0.000148	0.0340	0.00000518	0.000143
clock network	0.000171	0.0138	0.0000587	0.000112
logic	0.0000404	0.0849	0.0000143	0.0000261
[worst max-delay path by stage]
stage / start / to / slack [ns] / depth (start not counted)
final: counter[1]$_SDFF_PP0_ / count[1] / 0.13 / 1
after CTS: counter[1]$_SDFF_PP0_ / count[1] / 0.10 / 1
after global routing: counter[1]$_SDFF_PP0_ / count[1] / 0.08 / 1
[synthesized netlist by cell type]
library cell  instances  area share, %
mux2_4                1             10
ha_1                  1            8.6
nor2b_1               2            8.6
nand3_1               1            3.4
nor2_1                3            7.8
xnor2_1               1            6.0
dfxtp_1               4             55
[repair_timing]
| item | in CTS | in global routing |
|---|---|---|
| gates resized | 7 | 0 |
| buffers inserted | 3 | 0 |
| setup endpoints to repair | 4 | 0 |
Power figures rest on the tool's default switching activity, not on a simulated workload.
